`/design/flow/design.v`:
```
module display_hex(clk, reset, hex, dots, sevenseg, sevenseg_an);
    input 	clk;
    input 	reset;
    input [15:0] hex;
    input [3:0]  dots;
    output [7:0] sevenseg;
    output [3:0] sevenseg_an;
   wire [3:0] 	 digit;
   reg [1:0] 	 anode;
   reg [10:0]    divider;
   reg           aclk;
   assign digit = (anode == 2'b11) ? hex[15:12] :
		  (anode == 2'b10) ? hex[11:8] :
		  (anode == 2'b01) ? hex[7:4] :
		  (anode == 2'b00) ? hex[3:0] :
		  4'b0;
   assign sevenseg_an = (anode == 2'b11) ? 4'b0111 :
			(anode == 2'b10) ? 4'b1011 :
			(anode == 2'b01) ? 4'b1101 :
			(anode == 2'b00) ? 4'b1110 :
			4'b1111;
   assign sevenseg[0] = ~dots[anode];
   sevensegdecode decode(digit, sevenseg[7:1]);
   always @(posedge clk)
     begin
       divider <= divider + 1'b1;
       if (divider == 0)
          aclk = ~aclk;
     end
   always @(posedge aclk)
       anode <= anode + 1'b1;
endmodule
module sevensegdecode(digit, ss_out);
    input [3:0] digit;
    output [6:0] ss_out;
    assign ss_out =
        (digit == 4'd0) ? 7'b0000001 :
        (digit == 4'd1) ? 7'b1001111 :
        (digit == 4'd2) ? 7'b0010010 :
        (digit == 4'd3) ? 7'b0000110 :
        (digit == 4'd4) ? 7'b1001100 :
        (digit == 4'd5) ? 7'b0100100 :
        (digit == 4'd6) ? 7'b1100000 :
        (digit == 4'd7) ? 7'b0001111 :
        (digit == 4'd8) ? 7'b0000000 :
        (digit == 4'd9) ? 7'b0001100 :
        (digit == 4'ha) ? 7'b0001001 :
        (digit == 4'hb) ? 7'b1100000 :
        (digit == 4'hc) ? 7'b0110001 :
        (digit == 4'hd) ? 7'b1000010 :
        (digit == 4'he) ? 7'b0010000 :
        (digit == 4'hf) ? 7'b0111000 :
    	7'b1111111;
endmodule
```
`/design/flow/constraint.sdc`:
```
current_design display_hex

set clk_period 3.6
set clk_io_pct 0.2

create_clock -name clk0 -period $clk_period [get_ports {clk}]

set non_clock_inputs [all_inputs -no_clocks]
set_input_delay [expr $clk_period * $clk_io_pct] -clock clk0 $non_clock_inputs
set_output_delay [expr $clk_period * $clk_io_pct] -clock clk0 [all_outputs]
```
`/design/flow/config.mk`:
```
export PLATFORM = sky130hd
export DESIGN_NAME = display_hex
export DESIGN_NICKNAME = display_hex
export VERILOG_FILES = /design/flow/design.v
export SDC_FILE = /design/flow/constraint.sdc
export NUM_CORES = 4
export LEC_CHECK = 1
export CORE_AREA = 10 10 79 79
export DIE_AREA = 0 0 89 89
```
`/design/flow/run.sh`:
```
#!/bin/bash
# OpenROAD 26Q1-2900-gdf79404cd8, Yosys 0.63+post, stock flow scripts
make -C /OpenROAD-flow-scripts/flow DESIGN_CONFIG=/design/flow/config.mk WORK_HOME=/design/flow/orfs finish
```
==> Changelog: implementation <==
### Metrics

* # DRC at 0
* Synth Seq Share at 0.2833
* Endpoints left unconstrained at 6
* Routed wl met2 at 990 µm
* Min-Delay Startpoint: divider[10]$_DFF_P_
* CTS tree: built
* RSZ-0062 raised after global routing: false
* Cell taking the most area after synthesis: dfxtp_1
* Top-area cell share at 0.2540
* Total power at around 0.33 mW
* Gr usage total at 0.05660
* Synth Area per Inst at 9.488 µm²
* Clock Tree Root: clkbuf_8
* Status: finished clean
* Fin crit share at 0.9287
* Die width at 89 µm
* Commonest cells in the netlist: dfxtp_1 (13), nand2_1 (12), inv_1 (11)
* Fin. max-slew vios at 0
* # Cells Yosys at 108
* Fillers at 477
* Normalized max-slew margin at 0.6274
* Hold Crit Class: reg2reg
* Vias per Instance at 4.395
* Worst path required time at approximately 2900 ps
* Post-synth ARST share at 0
* CTS Hold Buffers Added at 0
* N_diodes at 0
* Initial antenna violation count at 0
* Critical path startpoint: hex[0]
* DR top layer: met3
* PD cells at approximately 230 nW/µm²
* Chip Area, Yosys at 1025 µm²
* Row count at 25
* Worst skew pair latency at 240 ps
* R2R Path Start: divider[2]$_DFF_P_
* Die Height at approximately 90 µm
* Core Area at 4661 µm²
* Most common reg cell: dfxtp_1
* Netlist area before placement at 1025 µm²
* TritonCTS buffer count at 3
* RePlAce Congestion at 0.8380
* Grt ovf at 0
* Syn Inst Count at 108
* VDD IR max at 256.9 µV
* Biggest area cells: dfxtp_1 (25%), ha_1 (9.8%), xnor2_1 (7.7%)
* OpenROAD warning count at 32
* Distinct lib cells used at 38
* Setup bufs post-CTS at 0
* F_max at 299.1 MHz
* Share of layout cells above drive strength 1 at 0.1135
* IO Pins at 34
* CTS clk-pin slew, worst paths at 50 ps
* Synth Register Bits at 14
* Chip Area at about 8000 µm²
* ANT nets after route at 0
* Lkg Pwr at about 0.54 nW
* Starting density of the core at 0.2199
* Post-layout min period at approximately 3300 ps
* Met3 WL at ~200 µm
* Synthesis Warnings at 1
* H-tree Lvls at 1
* Register pins left without a clock at 2
* Met1 WL at roughly 1100 µm
* Initial drt markers at 19
* Syn-to-layout area delta at 40.29%
* Setup Skew at 0.3663 ps
* Drt pass-1 iters at 4
* Setup_tns at 0 ps
* Vias in the first global route at approximately 830
* Detailed placement HPWL at 1887 µm
* DR WL/cell at 11.83 µm
* Via count at 857
* CP startpoint kind: input port
* Cell with the most instances after synthesis: dfxtp_1
* Number of enable flip-flop cells at 1
* # resized after CTS at 0
* Max_cap viols at 0
* Port-buffer cells at 32
* Arr. time, crit path at 2620 ps
* Clock buffer depth at 2
* Final Setup Violations at 0
* First-pass GRT wire length at 3739 µm
* Routed WL at 2307 µm
* Worst-path fanout max at 5
* Worst setup EP type: primary output
* Worst slew pin tran at 556.5 ps
* Final Hold Vio Count at 0
* CP Class: in2out
* Largest net degree at the start of global routing at 10
## worst max-delay path: stages
cell and delay, ps:
clkdlybuf4s50_1 510, nand3b_4 100, a221o_1 380, nor4_1 310
a211o_1 140, clkdlybuf4s50_1 450
## cell families after synthesis
kind of cell,count (synthesis),share of synthesized area
AOI/OAI and AO/OA,20,0.1929
xor gates and xnor gates,11,0.09402
adders and majority gates,8,0.09768
buffers and inverters,14,0.06960
DFF,14,0.2833
muxes,1,0.02198
and+or+nand+nor,40,0.2405
## final cells by class
cell class              instances  area (µm²)  share of cell area
repair buffers                 32       320.3              0.2228
multi-input cells              80       663.1              0.4613
well taps                      54       67.56             0.04700
flip-flops and latches         14       290.3              0.2019
inverters                      11       41.29             0.02872
clock buffers                   4       55.05             0.03829
## power by group
group          leakage, nW  internal [mW]  switching, mW  total (mW)
clock network       0.0288         0.0964         0.0471       0.144
registers            0.116          0.134              0       0.134
logic                0.399         0.0374         0.0157      0.0531
total                0.544          0.268         0.0628       0.331
## final timing paths
kind	to	slack [ps]	cells past startpoint
max	sevenseg[6]	260	6
max reg2reg	divider[8]$_DFF_P_	2370	4
min	divider[10]$_DFF_P_	450	1
min reg2reg	divider[10]$_DFF_P_	450	1
## per-layer routing
metal,up-vias,GRT usage
met5,-,0
met4,0,0.007225
met3,0,0.01377
met2,22,0.08777
met1,376,0.08020
li1,459,-
## registers in the layout (all words and copies together) (netlist names)
name,count
aclk,1
divider,11
anode,2
## per-stage QoR
stage | setup slack [ps] | area [µm²] | util | hold WS (ps) | instances
2_1_floorplan | 1338 | 1025 | - | 414.7 | 108
3_3_place_gp | 284.8 | 1383 | 0.2966 | 436.2 | 191
3_5_place_dp | 278.5 | 1383 | 0.2966 | 440.2 | 191
4_1_cts | 254.1 | 1438 | 0.3085 | 455.3 | 195
5_1_grt | 70.61 | 1438 | 0.3085 | 469.7 | 195
6_report | 256.7 | 1438 | 0.3085 | 448.6 | 195
## cells in the final DEF, fill, tap and decap left out, drive strengths merged
master	netlist	routed
and3	3	3
a221o	1	1
nor4	5	5
or2b	2	2
and4b	1	1
nor2	2	2
inv	11	11
o221ai	1	1
nor3b	1	1
nand2	12	12
mux4	1	1
nand2b	1	1
ha	8	8
dfxtp	13	13
nor3	1	1
xnor2	9	9
o211a	2	2
nand3	7	7
edfxtp	1	1
clkbuf	0	4
o22ai	2	2
xor2	2	2
o21ai	1	1
a211oi	1	1
nand4	2	2
a21oi	1	1
and4	1	1
o211ai	6	6
o22a	1	1
o311ai	1	1
a221oi	1	1
clkdlybuf4s50	0	32
and2	1	1
a211o	2	2
nand3b	1	1
Power figures rest on the tool's default switching activity, not on a simulated workload.
