==> /design/flow/design.v <==
module debounce(clk, in, out);
   input clk;
   input in;
   output out;
   reg [14:0] clkdiv;
   reg 	      slowclk;
   reg [9:0]  hold;
   reg 	      onetime;
   initial
     begin
	onetime = 0;
	hold = 0;
	clkdiv = 0;
	slowclk = 0;
     end
   assign out = hold == 10'b1111111111 || ~onetime;
   always @(posedge clk)
     begin
       clkdiv <= clkdiv + 15'b1;
       if (clkdiv == 0)
         slowclk <= ~slowclk;
     end
   always @(posedge slowclk)
     begin
	hold <= { hold[8:0], in };
	onetime <= 1;
     end
endmodule
==> /design/flow/run.sh <==
#!/bin/bash
# OpenROAD 26Q1-2900-gdf79404cd8, Yosys 0.63+post, stock flow scripts
make -C /OpenROAD-flow-scripts/flow DESIGN_CONFIG=/design/flow/config.mk WORK_HOME=/design/flow/orfs finish
==> /design/flow/config.mk <==
export PLATFORM = sky130hd
export DESIGN_NAME = debounce
export DESIGN_NICKNAME = debounce
export VERILOG_FILES = /design/flow/design.v
export SDC_FILE = /design/flow/constraint.sdc
export NUM_CORES = 4
export LEC_CHECK = 1
export CORE_AREA = 10 10 88 88
export DIE_AREA = 0 0 98 98
==> /design/flow/constraint.sdc <==
current_design debounce

set clk_period 2.1
set clk_io_pct 0.2

create_clock -name clk0 -period $clk_period [get_ports {clk}]

set non_clock_inputs [all_inputs -no_clocks]
set_input_delay [expr $clk_period * $clk_io_pct] -clock clk0 $non_clock_inputs
set_output_delay [expr $clk_period * $clk_io_pct] -clock clk0 [all_outputs]
==> metrics.cfg <==
[status]
status = completed

[clock_tree]
clockRootBuffer = clkbuf_8
cts_htree_levels = 1
tritoncts = yes
cts-resized-gates = 0
cts_setup_buffers = 0
clk_latency_ns = 0.25
cts_hold_buf = 0
numCtsBuffers = 3
clkSlewWorstSetupHoldPaths_ns = 0.06
clock_path_buffers = 2

[floorplan]
chipHeight_um = 98
initCoreUtil_pct = 15.3
rows = 28
die_x_um = 98
pin_count = 3
fp.coreArea_um2 = 5920
die-area_um2 = 9600

[final_timing]
unconstrained_endpoints = 11
finalSetupTns_ns = 0
rsz0062_at_grt = false
finalMaxSlewViolations = 0
final-hold-violation-count = 0
post-route-min-period_ns = 1.44
unclocked_pins = 11
max_freq_ghz = 0.696
hold_slack_ns = 0.471
timing.final.crit_share_pct = 68.4
finalSetupViolCount = 0
skew_ns = 0.00447

[detailed_routing]
drc = 0
viasPerCell = 3.41
wl_per_cell_um = 7.95
drt_iter0_drc = 15
num_vias = 542
n_antenna_cell = 0
finalWirelength_mm = 1.26
firstDrtPassIters = 4
ant_nets = 0

[worst_setup_path]
end_kind = register
r2r_cells = 2
r2r-end = slowclk
reg2reg_from = clkdiv[13]
cp.required_ns = 2.03
cp.depth = 2
crit_buf_inv = 0
reg2reg_slack_ns = 0.66
worst_path_dominant_cell_family = simple AND/OR/NAND/NOR gates
critical_path_arrival_ns = 1.37
cp-start-kind = register
cp_cell_sequence = or4_1, nor4_1
crit_start = clkdiv[13]
crit_type = reg2reg
crit_end = slowclk
crit_path_top_delay_cell = or4_1
crit_fanout = 3
critical_path.max_stage_delay_ns = 0.52

[global_routing]
met1_usage_pct = 3.58
antenna_found_initial = 0
grt.overflow.total = 0
use_met2_pct = 4.42
grt_pass1_vias = 546
grt_usage_pct = 2.76
met3_usage_pct = 0.782
grt_pass1_wl_mm = 2.35
busiest_layer = met2
grt_max_degree = 13

[yosys]
synth-edff-count = 1
syn_area_um2 = 908
avgSynthCellArea_um2 = 11.6
topCellsByArea = dfxtp_1, xor2_1, xnor2_1
synth_seq_share_pct = 60.6
ys_types = 18
synth_flops = 27
synth_warnings = 1
synth.most_common_cell = dfxtp_1
top_cells_by_count = dfxtp_1, xor2_1, nand3_1
top_cell_area_share_pct = 57.3
ys_area_um2 = 908
synth_top_cell_by_area = dfxtp_1
ys_cells = 78
ff_type = dfxtp_1
async_reset_ff_share_pct = 0
synthCells = 78

[placed_design]
dp.final_hpwl_um = 943
gp_congestion = 0.805
numPortBuffers = 2

[final_layout]
syn_to_final_growth_pct = 17.5
drive_gt1_share_pct = 8.33

[power]
leakagePower_uw = 0.000420
max-vdd-ir-drop_mv = 0.346
power_density_nw_per_um2 = 509

[flow_run]
cap_violations = 0
tool_warnings = 26

[min_path]
hold_path_class = reg2reg

## layer usage
metal / vias to the layer above / routed length, um
met5: - / 0
met4: 0 / 16
met3: 2 / 52
met2: 7 / 538
met1: 253 / 656
li1: 280 / -
## placed cells by master (no fill, tap or decap), types with 3 or more instances in the layout
cell / netlist / layout
inv_1: 5 / 5
nand4_1: 4 / 4
nor3_1: 4 / 4
dfxtp_1: 26 / 26
nand3_1: 6 / 6
nor4_2: 3 / 3
clkbuf_8: 0 / 3
xnor2_1: 5 / 5
xor2_1: 8 / 8
nand2_1: 4 / 4
## report_power, final
part / internal [uW] / leakage (uW) / switching [uW]
Clock: 134 / 0.0000228 / 101
Sequential: 306 / 0.000225 / 0
Combinational: 1.60 / 0.000172 / 0.386
Total: 442 / 0.000420 / 101
## worst reg2reg max path, delay by kind of cell, from the launching register on
family	cells	cell delay, ns
AND/OR/NAND/NOR	2	0.80
flip-flops	1	0.32
## cells by family (layout without fill, tap and decap cells)
logic type	Yosys count	after routing	share of synthesized area, %
AND-OR/OR-AND	1	1	0.827
XOR/XNOR	13	13	12.5
other	1	1	0.413
buffers and inverters	5	11	2.07
flip-flops	27	27	60.6
AND/OR/NAND/NOR	29	29	20.8
adder cells (fa/ha/maj)	2	2	2.75
## state kept, by name (all words and copies together), names as in the netlist
register  count
clkdiv       15
onetime       1
hold         10
slowclk       1
## per-stage QoR
stage	total power [uW]	util (%)	setup WS, ns	instances	area (um^2)
after global placement	315	17.3	0.691	155	1020
after global routing	561	18.0	0.561	159	1070
after CTS	549	18.0	0.640	159	1070
final	543	18.0	0.663	159	1070
after floorplan	313	-	0.729	78	908
after detailed placement	315	17.3	0.646	155	1020
## worst min path at each step
stage	start	to	slack, ns	cells after the start
after CTS	clkdiv[0]	clkdiv[0]	0.47	1
after global routing	clkdiv[0]	clkdiv[0]	0.49	1
final	clkdiv[0]	clkdiv[0]	0.47	1
## final cells by class
class / instances / area [um^2]
clock buffer: 4 / 45.0
fill: 631 / 4850
inverter: 5 / 18.8
multi-input combinational: 46 / 339
sequential: 27 / 551
tap: 75 / 93.8
timing repair buffer: 2 / 20.0
No activity file was given, so power comes from the tool's default toggle rates.
