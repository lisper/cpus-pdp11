$ cat config.mk
export PLATFORM = sky130hd
export DESIGN_NAME = sevenseg
export DESIGN_NICKNAME = sevenseg
export VERILOG_FILES = /design/flow/design.v
export SDC_FILE = /design/flow/constraint.sdc
export NUM_CORES = 4
export LEC_CHECK = 1
export CORE_AREA = 10 10 70 70
export DIE_AREA = 0 0 80 80
$ cat constraint.sdc
current_design sevenseg

set clk_period 1.4
set clk_io_pct 0.2

create_clock -name clk0 -period $clk_period

set non_clock_inputs [all_inputs -no_clocks]
set_input_delay [expr $clk_period * $clk_io_pct] -clock clk0 $non_clock_inputs
set_output_delay [expr $clk_period * $clk_io_pct] -clock clk0 [all_outputs]
$ cat design.v
module sevenseg(digit, ss_out);
   input [3:0] digit;
   output [6:0] ss_out;
   reg [6:0] 	ss_out;
   always @(digit)
       case (digit)
	 4'd0: ss_out = 7'b0000001;
	 4'd1: ss_out = 7'b1001111;
	 4'd2: ss_out = 7'b0010010;
	 4'd3: ss_out = 7'b0000110;
	 4'd4: ss_out = 7'b1001100;
	 4'd5: ss_out = 7'b0100100;
	 4'd6: ss_out = 7'b1100000;
	 4'd7: ss_out = 7'b0001111;
	 4'd8: ss_out = 7'b0000000;
	 4'd9: ss_out = 7'b0001100;
	 4'ha: ss_out = 7'b0001001;
	 4'hb: ss_out = 7'b1100000;
	 4'hc: ss_out = 7'b0110001;
	 4'hd: ss_out = 7'b1000010;
	 4'he: ss_out = 7'b0010000;
	 4'hf: ss_out = 7'b0111000;
	 default: ss_out = 7'b1111111;
       endcase
endmodule
$ cat run.sh
#!/bin/bash
# OpenROAD 26Q1-2900-gdf79404cd8, Yosys 0.63+post, stock flow scripts
make -C /OpenROAD-flow-scripts/flow DESIGN_CONFIG=/design/flow/config.mk WORK_HOME=/design/flow/orfs finish
==> flow_metrics.env <==
# implementation run metrics
export IMPL_first_global_vias=369
export IMPL_yosys_area_um2=280
export IMPL_rows=21
export IMPL_ios=11
export IMPL_portBuffers=11
export IMPL_finalHoldViolations=0
export IMPL_syn_instance_count=37
export IMPL_cp_arrival_ns=1.25
export IMPL_grt_usage_pct=3.24
export IMPL_p_comb_share_pct=100.0
export IMPL_dpl_cell_area_um2=497
export IMPL_yosysUniqueCellTypes=17
export IMPL_dr_total_vias=345
export IMPL_end_kind="primary output"
export IMPL_slew_headroom_pct=83.2
export IMPL_drv_slew=0
export IMPL_period_used_pct=109
export IMPL_holdWs_ns=0.942
export IMPL_warnings=40
export IMPL_setup_slack_ns=-0.126
export IMPL_ys_warn_count=1
export IMPL_fp_dieH_um=80
export IMPL_worst_path_buf_inv=4
export IMPL_grt_overflow=0
export IMPL_powerDensity_nw_per_um2=278
export IMPL_routabilityCongestion=0.779
export IMPL_power_frac_clock_pct=0
export IMPL_syn2layout_area_growth_pct=121
export IMPL_critPathTopFamily="multiplexers"
export IMPL_rsz0062_at_grt="true"
export IMPL_numSequentialCells=0
export IMPL_critPathMaxStageDelay_ns=0.45
export IMPL_die_area_um2=6400
export IMPL_synth_seq_share_pct=0
export IMPL_syn_area_um2=280
export IMPL_sequentialPowerShare_pct=0
export IMPL_fmax_mhz=655
export IMPL_routed_via_density=3.25
export IMPL_drive_gt1_share_pct=61.7
export IMPL_drtPass1Iterations=2
export IMPL_dp_slack_ns=-0.985
export IMPL_grt_pass1_wl_um=1790
export IMPL_floorplan_core_util_pct=8.21
export IMPL_violations="negative setup slack"
export IMPL_post_route_min_period_ns=1.53
export IMPL_grt_max_degree=10
export IMPL_postRouteAntennaNets=0
export IMPL_clock_buffers=0
export IMPL_syn_avg_cell_area_um2=7.57
export IMPL_switching_power_mw=0.0735
export IMPL_cp_required_ns=1.12
export IMPL_cp_max_fo=4
export IMPL_worst_path_max_delay_cell="mux4_2"
export IMPL_intPower_mw=0.0989
export IMPL_drv_cap=0
export IMPL_totalNegativeSetupSlack_ns=-0.259
export IMPL_final_cell_mix="buf_2, buf_6, buf_4"
export IMPL_antenna_found_initial=0
export IMPL_drt_wl_total_um=999
export IMPL_core_area_um2=3420
export IMPL_drc=0
export IMPL_hold_path_class="in -> out"
export IMPL_worst_slew_pin_slew_ns=0.248
export IMPL_flop_area_um2=0
export IMPL_status="complete, but fails checks"
export IMPL_ir_drop_mv=0.0755
export IMPL_die_w_um=80
export IMPL_swShare_pct=42.6
export IMPL_path_class="in -> out"
export IMPL_start_kind="input port"
export IMPL_path_cells="buf_8 > inv_6 > buf_6 > ha_4 > mux4_2 > buf_2"
export IMPL_finalPower_mw=0.172
export IMPL_fin_area_um2=621
export IMPL_leakage_nw=0.268
export IMPL_ys_cells=37
export IMPL_layout_top_cell="buf_2"
export IMPL_fillers=387
export IMPL_dp_hpwl_um=698
export IMPL_setup_violations=4
export IMPL_wl_per_cell_um=9.42
export IMPL_num_antenna_cells=0
export IMPL_drtIter0Drc=4
## per-layer routing
layer | up-vias | share of wire, % | global-route usage (%)
met1 | 162 | 47 | 4.63
met3 | 0 | 7.2 | 0.795
met4 | 0 | 0 | 0
met2 | 7 | 45 | 5.06
met5 | - | 0 | 0
li1 | 176 | - | -
## Yosys cell counts
cell type / n / area (um2)
ha_1: 7 / 87.6
nor2_1: 4 / 15.0
o21ai_0: 4 / 20.0
a21oi_1: 3 / 15.0
inv_1: 3 / 11.3
mux2i_1: 3 / 30.0
nand2_1: 3 / 11.3
a211oi_1: 1 / 7.51
buf_4: 1 / 7.51
buf_6: 1 / 11.3
mux4_2: 1 / 22.5
nand2b_1: 1 / 6.26
nor2b_1: 1 / 6.26
nor3_1: 1 / 5.00
o311ai_1: 1 / 8.76
or3_1: 1 / 6.26
xor2_1: 1 / 8.76
## path summary, 6_finish.rpt
path	from	end	slack, ns	cells past startpoint
setup / recovery	digit[1]	ss_out[0]	-0.13	6
hold / removal	digit[2]	ss_out[6]	0.94	3
## layout make-up
| class | instances | area [um2] | area share [%] |
|---|---|---|---|
| multi-input cells | 32 | 335 | 54.0 |
| inverters | 3 | 21.3 | 3.43 |
| repair buffers | 25 | 206 | 33.3 |
| well taps | 46 | 57.6 | 9.27 |
## what timing repair did
action | CTS | global route
pin swaps | 10 | 5
setup buffers | 4 | 0
setup endpoints to repair | 7 | 6
hold buffers | 0 | 0
cloned | 1 | 0
gates resized | 70 | 5
## per-stage QoR
stage / util (%) / std cells
global route: 18.2 / 106
global placement: 14.5 / 101
floorplan: - / 37
CTS: 17.4 / 106
detailed placement: 14.5 / 101
finish: 18.2 / 106
## cell families after synthesis
group / count (synthesis) / share of synthesized area [%]
xor gates and xnor gates: 1 / 3.13
adders and majority gates: 7 / 31.2
AOI/OAI and AO/OA: 9 / 18.3
buffers and inverters: 5 / 10.7
and+or+nand+nor: 11 / 17.9
muxes: 4 / 18.7
## power by group through the flow
stage	Clock (mW)	Combinational (mW)	Sequential (mW)
after global routing	0	0.193	0
after CTS	0	0.164	0
final	0	0.172	0
Power is estimated from default activity; no workload was simulated.
